==> ./design.v <==
`timescale 1ns / 1ps
module custom_comp( input[3:0] input_a,input_b,output reg equal_to,less_than,greater_than);
always  @(*)
begin 
if(input_a==input_b)
begin
equal_to<=1'b1;
less_than<=1'b0;
greater_than<=1'b0;
end
else if (input_a<input_b)
begin 
equal_to<=1'b0;
less_than<=1'b1;
greater_than<=1'b0;
end
else if(input_a>input_b)
begin 
equal_to<=1'b0;
less_than<=1'b0;
greater_than<=1'b1;
end 
end 
endmodule
==> ./run.sh <==
#!/bin/bash
# OpenROAD 26Q1-2900-gdf79404cd8, Yosys 0.63+post, stock flow scripts
make -C /OpenROAD-flow-scripts/flow DESIGN_CONFIG=/design/flow/config.mk WORK_HOME=/design/flow/orfs finish
==> ./config.mk <==
export PLATFORM = sky130hd
export DESIGN_NAME = custom_comp
export DESIGN_NICKNAME = custom_comp
export VERILOG_FILES = /design/flow/design.v
export SDC_FILE = /design/flow/constraint.sdc
export NUM_CORES = 4
export LEC_CHECK = 1
export CORE_AREA = 10 10 70 70
export DIE_AREA = 0 0 80 80
export SYNTH_HDL_FRONTEND = slang
==> ./constraint.sdc <==
current_design custom_comp

set clk_period 3.2
set clk_io_pct 0.2

create_clock -name clk0 -period $clk_period

set non_clock_inputs [all_inputs -no_clocks]
set_input_delay [expr $clk_period * $clk_io_pct] -clock clk0 $non_clock_inputs
set_output_delay [expr $clk_period * $clk_io_pct] -clock clk0 [all_outputs]
==> notes.md <==
Notes on the physical design

The run finished with clean final reports. According to the timing report, the arrival time at the worst endpoint equals 2430 ps. The floorplan step set the die width to 80 um. The netlist area before placement is 158 um^2. Derived from the worst setup path, the maximum achievable clock frequency is 326 MHz. Multiplexer cells account for 0% of the synthesized area. Entering global routing, the biggest net connects 4 pins.

The timer found 3 register pins that no clock reaches; their paths are not timed. The critical path's largest stage delay is 460 ps. The worst setup path category is in -> out. The number of nets with antenna violations after routing is 0.

The initial antenna violation count is 0. The tool warning count for the run is 32. After synthesis, the largest family of logic cells by area is adder cells. The script computed a power per unit cell area of 106 nW/um^2. Across the run, the number of max-cap violations was 0. The cell with the most instances on the worst path is clkdlybuf4s50_1.

The chip area estimate from yosys synthesis is 158 um^2. After detailed routing, the average wire length per cell comes to 6.16 um. The count of buffers added by post-CTS timing repair for setup is 0. The critical path maximum fanout is 3. The number of iterations in the first detailed-routing pass is 2.

Setup repair after global routing left no endpoint under its margin. According to the dpl log, the detail-placed design has an HPWL of 437 um. The data required time of the critical path is 2560 ps. The full die area is 6400 um^2.

Per the GRT congestion report, total overflow comes to 0. The antenna diode count is 0. The via count of the first global-routing pass is 177. For this design, the slowest cell found on the critical path is clkdlybuf4s50_1. Across all setup checks in the final design, the least slack found is 134 ps. In the final layout, the share of cells above drive strength 1 is 17.6%. The fraction of the mapped netlist area in simple logic gates is 13.5%.

The minimum clock period is 3070 ps. Cells fill 11.0% of the core in the end. Yosys mapped the design onto 10 distinct sky130hd cell types. Detailed routing inserted a total of 160 vias. The first global-routing pass estimated 807 um of wire. The max-slew violation count is 0. The number of buffers and inverters on the critical path is 3. The core footprint is 3420 um^2. The average instance in the mapped netlist occupies 7.51 um^2. In the routed layout, each cell is associated on average with a via count of 2.00. During placement, the flow inserted port buffers numbering 11. Overall routing resource usage recorded by global route was 1.53%. The final power report lists total power as 0.0397 mW. The parity-gate share of the synthesized area counting xor and xnor cells is 0%. The count of unresolved DRC violations after routing is 0.

The share of the synthesized area in the top cell type is 31.7%. The final critical path takes up 95.8% of the cycle. STA classifies the critical path startpoint as a primary input. The leakage component of the power is 0.166 nW. The yosys warning tally is 0.

For this block, the routed nets add up to 493 um of wire. The number of cells in the yosys synthesis report is 21. IR analysis of the VDD net gives a maximum drop of 0.0312 mV.

After floorplanning, the core was divided into 21 placement rows. In the final report, the number of endpoints failing setup comes to 0. The share of synthesized cell area in and-or and or-and compound cells is 11.9%. Looking at area per cell type in the netlist, the leader is ha_1.

3 endpoints have no timing constraint. The synthesis report lists the most area-consuming cells as ha_1 32%, dlxtp_1 29%, inv_1 12%, a21oi_2 5.6%, nand2_1 4.8%. The cell sequence reported for the critical path is clkdlybuf4s50_1 -> inv_1 -> ha_4 -> nand2_1 -> nor2_2 -> dlxtp_1 -> clkdlybuf4s50_1. For reference, the final report shows the hold violation count at 0. STA classifies the critical path endpoint as an output pin. Routability-driven placement finished with a final weighted congestion of 0.622. According to the floorplan report, the die height is 80 um. The synthesized netlist cell count is 21.

The post-synthesis adder-cell area fraction is 31.7%. The number of register bits inferred by synthesis is 3.

The sequential cell area is 45.0 um^2. Compared with the post-synthesis result, the final layout area differs by 138%. The post-place setup slack is -38.3 ps.

The kind of cell with the highest combined delay along the critical path is buffers and inverters. The multi-input logic area is 140 um^2. The number of DRC markers in iteration 0 is 3. The final layout report lists a filler cell count of 405. The total I/O pin count is 11. The starting density of the core is 4.62%.
[power by group]
group | internal [mW] | switching [mW]
logic | 0.0214 | 0.0135
clock network | 0 | 0
registers | 0.00435 | 0.000453
total | 0.0258 | 0.0139
[how the worst max path moves through the flow]
stage,to,from,slack (ps),cells past startpoint
final,equal_to,input_b[1],130,7
after global routing,equal_to,input_b[2],20,7
after CTS,less_than,input_b[3],40,8
[cell families (layout without fill, tap and decap cells)]
group | Yosys count | after routing
AND/OR/NAND/NOR | 5 | 5
buffers and inverters | 5 | 16
adder cells (fa/ha/maj) | 4 | 4
AND-OR/OR-AND | 3 | 3
latches | 3 | 3
other | 1 | 3
[cell type report]
| cell class | instances | share of cell area, % |
|---|---|---|
| inverters | 5 | 5.00 |
| multi-input cells | 15 | 37.3 |
| flip-flops and latches | 3 | 12.0 |
| well taps | 46 | 15.3 |
| repair buffers | 11 | 30.3 |
[Yosys cell counts]
cell and count:
inv_1 5, ha_1 4, dlxtp_1 3, nand2_1 2
nor2_1 2, a21oi_1 1, a21oi_2 1, conb_1 1
nor2b_1 1, o21ai_1 1
[layer usage]
metal,track usage (%),wire (um),up-vias
li1,-,-,87
met1,1.98,252,65
met2,2.57,190,8
met3,0.455,49,0
met4,0,0,0
met5,0,0,-
[placed cells by master (no fill, tap or decap), drive strengths merged]
cell type / n
ha: 4
dlygate4sd2: 1
nand2: 2
nor2b: 1
clkdlybuf4s50: 8
dlymetal6s2s: 2
o21ai: 1
a21oi: 2
conb: 3
inv: 5
dlxtp: 3
nor2: 2
[through the flow]
| step | cell area [um^2] | cells | setup TNS [ps] |
|---|---|---|---|
| after global placement | 333 | 80 | -4.89 |
| final | 375 | 80 | 0 |
| after global routing | 375 | 80 | 0 |
| after floorplan | 165 | 23 | 0 |
| after detailed placement | 333 | 80 | -43.9 |
| after CTS | 357 | 80 | 0 |
[state kept, by name (all words and copies together) (netlist names)]
| register | flops |
|---|---|
| equal_to | 1 |
| greater_than | 1 |
| less_than | 1 |
[timing repair]
item	CTS	global route
hold endpoints to repair	0	0
resized	4	5
hold buffers	0	0
setup endpoints to repair	2	2
gates cloned	0	0
pin swaps	1	3
No activity file was given, so power comes from the tool's default toggle rates.
