## ./design.v

```verilog
`timescale 1ns / 1ps
module factorial(
    input [7:0] num,
    output reg [31:0] result
);
integer i; 
always @(*) begin
    result = 1;
    for (i=1; i<=num; i=i+1) 
        result = result * i;
end
endmodule
```

## ./run.sh

```bash
#!/bin/bash
# OpenROAD 26Q1-2900-gdf79404cd8, Yosys 0.63+post, stock flow scripts
make -C /OpenROAD-flow-scripts/flow DESIGN_CONFIG=/design/flow/config.mk WORK_HOME=/design/flow/orfs finish
```

## ./config.mk

```make
export PLATFORM = sky130hd
export DESIGN_NAME = factorial
export DESIGN_NICKNAME = factorial
export VERILOG_FILES = /design/flow/design.v
export SDC_FILE = /design/flow/constraint.sdc
export NUM_CORES = 4
export LEC_CHECK = 1
export CORE_AREA = 10 10 81 81
export DIE_AREA = 0 0 91 91
export SYNTH_HDL_FRONTEND = slang
```

## ./constraint.sdc

```tcl
current_design factorial

set clk_period 11.2
set clk_io_pct 0.2

create_clock -name clk0 -period $clk_period

set non_clock_inputs [all_inputs -no_clocks]
set_input_delay [expr $clk_period * $clk_io_pct] -clock clk0 $non_clock_inputs
set_output_delay [expr $clk_period * $clk_io_pct] -clock clk0 [all_outputs]
```

==> results.tsv <==
stage	metric	value	unit
outcome	status	complete, no violations	
place	pre_cts_slack	4.173	ns
place	place_area	1231	µm²
cts	cts_setup_buffers	0	
synthesis	yosysCellCount	145	
final_layout	seq_cell_count	0	
detailed_routing	antenna_cells	0	
detailed_routing	wl	3.316	mm
die	die_width	91	µm
detailed_routing	drt_iter0_drc	82	
final_layout	drive_gt1_share	4.678	%
final_layout	comb_area	709.4	µm²
final_layout	utilization	25.56	%
final_layout	final_cell_area	1231	µm²
cts	holdBufCountCts	0	
final_layout	fillCellCount	584	
power_and_ir_drop	vdd_drop_max	0.00001422	V
final_layout	register_area	0	µm²
detailed_routing	drc	0	
critical_path	crit_path_end_kind	primary output	
synthesis	synth_area	808.3	µm²
sta	finalSetupTns	0	ns
synthesis	ys_area	808.3	µm²
place	place_hpwl	2.459	mm
synthesis	netlist.area_leader.share	12.38	%
job	cap_violations	0	
sta	drv_slew	0	
sta	fin_crit	7.034	ns
power_and_ir_drop	power_leakage	0.3876	nW
critical_path	worstPathCellList	clkdlybuf4s50_1, or3_4, or2_1, nor4b_4, clkdlybuf4s50_1	
synthesis	synth_top_cell_by_area	a21oi_1	
sta	grt_setup_unrepaired	false	
die	core_area	4817	µm²
critical_path	cpPeakStageDelay	0.82	ns
global_routing	track_usage	7.571	%
cts	cts-resized-gates	0	
power_and_ir_drop	powerDensity	27.08	nW/µm²
synthesis	ys_seq_share	0	%
detailed_routing	first_pass_iters	4	
synthesis	synthCells	145	
detailed_routing	viasPerCell	4.559	
synthesis	syn_avg_cell_area	5.574	µm²
job	warnings	32	
global_routing	grt_pass1_wl	5.423	mm
synthesis	yosysWarningCount	0	
sta	finalSetupViolCount	0	
final_layout	clkbuf_count	0	
worst_hold_path	hp-class	primary input to primary output	
detailed_routing	drt-wirelength-per-cell	13.93	µm
critical_path	cp_num_buf_inv	2	
critical_path	arrival	4.79	ns
critical_path	crit_top_cell	clkdlybuf4s50_1	
global_routing	antenna_found_initial	0	
critical_path	cp_slowest_cell	clkdlybuf4s50_1	
critical_path	worstSetupStartpointType	primary input	
place	gp_congestion	0.8923	
die	rows	25	
power_and_ir_drop	finalPower	0.03334	mW
detailed_routing	ant_nets	0	
die	core_util_floorplan	16.78	%
synthesis	top_cells_by_area	a21oi_1, nor2_1, nand2_1	
die	die.size.y	91	µm
detailed_routing	vias	1085	
critical_path	required	8.96	ns
global_routing	grt_pass1_vias	984	
place	portBuffers	40	
global_routing	grt_max_degree	37	
critical_path	cp_top_family	buffers and inverters	
sta	tightestPinTransition	0.7959	ns
sta	max_freq	142.2	MHz
synthesis	synth_cell_types	35	
global_routing	grt_remaining_overflow	0	
critical_path	crit_type	primary input to primary output	
final_layout	area_growth	52.32	%
sta	min_period_over_period	62.80	%
sta	slew_headroom	46.78	%
sta	hold_viol_final	0	
die	die_area	8281	µm²
sta	setup_slack	4.166	ns
critical_path	crit_fanout	25	
die	ios	40	
==> power breakdown <==
group | internal (mW) | switching [mW]
registers | 0 | 0
logic | 0.0144 | 0.0189
clock network | 0 | 0
==> cell usage after synthesis, drive strengths merged <==
master	count
or3	4
o21ai	8
and3	4
xnor2	4
a32oi	1
clkinv	1
o22ai	5
a22oi	1
a2bb2oi	1
inv	1
o21a	1
o2bb2ai	1
nor4	1
nor3	10
or2	2
buf	11
o211ai	1
a211oi	2
nand3	6
nor2	18
a21oi	20
maj3	1
nand2b	4
xor2	1
nor4b	1
mux2i	1
a31oi	5
nand2	15
nor2b	5
clkbuf	7
nor3b	2
==> area by class of cell <==
class | instances | area share [%]
Multi-Input combinational cell | 125 | 57.62
Timing Repair Buffer | 44 | 34.96
Inverter | 2 | 0.6098
Tap cell | 67 | 6.809
==> kinds of logic (layout without fill, tap and decap cells) <==
kind of cell | Yosys count | after routing | synth area share [%]
buf+inv | 20 | 46 | 12.23
mux | 1 | 1 | 1.238
xor+xnor | 5 | 5 | 5.418
compound gates | 46 | 46 | 32.97
simple gates | 72 | 72 | 46.90
fa+ha+maj | 1 | 1 | 1.238
==> per-stage QoR <==
| step | hold slack (ns) | std cells |
|---|---|---|
| CTS | 5.617 | 238 |
| global placement | 5.618 | 238 |
| global route | 5.662 | 238 |
| detailed placement | 5.613 | 238 |
| finish | 5.598 | 238 |
| floorplan | 4.614 | 145 |
==> cells in the final DEF (no fill, tap or decap), types with 5 or more instances in the layout <==
| cell | n |
|---|---|
| a31oi_1 | 5 |
| nor3_1 | 10 |
| o21ai_0 | 8 |
| a21oi_1 | 20 |
| nand3_1 | 6 |
| nand2_1 | 15 |
| clkdlybuf4s50_1 | 40 |
| o22ai_1 | 5 |
| nor2_1 | 18 |
| nor2b_1 | 5 |
==> per-layer routing <==
metal | GRT usage, % | vias to the layer above | routed length, µm
met5 | 0 | - | 0
met1 | 11.79 | 476 | 1647
met4 | 0 | 0 | 0
met3 | 1.660 | 0 | 255
met2 | 10.92 | 41 | 1413
li1 | - | 568 | -
==> worst paths after layout <==
path               start         end  cells past startpoint
setup / recovery  num[4]   result[1]                      5
hold / removal    num[7]  result[24]                      4
Power is estimated from default activity; no workload was simulated.
