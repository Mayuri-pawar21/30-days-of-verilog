File: /design/flow/config.mk
export PLATFORM = sky130hd
export DESIGN_NAME = PWM
export DESIGN_NICKNAME = PWM
export VERILOG_FILES = /design/flow/design.v
export SDC_FILE = /design/flow/constraint.sdc
export NUM_CORES = 4
export LEC_CHECK = 1
export CORE_AREA = 10 10 70 70
export DIE_AREA = 0 0 80 80
export SYNTH_HDL_FRONTEND = slang
File: /design/flow/constraint.sdc
current_design PWM

set clk_period 1.8
set clk_io_pct 0.2

create_clock -name clk0 -period $clk_period [get_ports {clk}]

set non_clock_inputs [all_inputs -no_clocks]
set_input_delay [expr $clk_period * $clk_io_pct] -clock clk0 $non_clock_inputs
set_output_delay [expr $clk_period * $clk_io_pct] -clock clk0 [all_outputs]
File: /design/flow/design.v
`timescale 1ns / 1ps
module PWM(
 input clk,
    output [3:0] out  );
    reg [7:0] count = 0 ;
always@(posedge clk ) begin
if (count < 100) count <= count + 1;
else count <=0;
end
assign out[0] = (count < 20) ? 1:0;
assign out[1] = (count < 40) ? 1:0;
assign out[2] = (count < 60) ? 1:0;
assign out[3] = (count < 80) ? 1:0;
endmodule
File: /design/flow/run.sh
#!/bin/bash
# OpenROAD 26Q1-2900-gdf79404cd8, Yosys 0.63+post, stock flow scripts
make -C /OpenROAD-flow-scripts/flow DESIGN_CONFIG=/design/flow/config.mk WORK_HOME=/design/flow/orfs finish
==> out/summary.txt <==
Critical Path Slowest Stage Cell: clkdlybuf4s50_1
Hold-fix buffers at CTS: 0
Vias per cell: 3.228
Biggest register: count
Placement Rows: 21
Grt total ovfl: 0
RSZ-0062 raised after global routing: yes
Max Root-Sink Buffers: 2
Area Overhead vs Synth: 43.70%
Mean post-synth cell area: 8.890 µm²
Clock latency (worst-skew pair): 0.25 ns
Setup WS post-layout: 0.06288 ns
DRT Pass-1 Iters: 3
CP bufs+invs: 1
Max FO, Critical Path: 7
Final setup fails: 0
Max reg flops: 8
Tightest Hold Check Type: reg -> reg
Commonest flop: dfxtp_1
Clock sink count: 8
Dpl hpwl: 501.1 µm
Num CTS Buffers: 3
Vias in the first global route: 276
Initial Utilization: 0.09890
PD cells: 720.4 mW/mm²
Layout cell share with drive strength beyond 1: 0.2391
Worst setup path startpoint: count[4]
Max-cap violations: 0
Commonest cells post-synth: dfxtp_1 (8), nor2_1 (7), nand3_1 (3)
Run status: finished clean
Clk_skew: 0.001544 ns
Routed WL: 680 µm
Yosys Warn Count: 0
Clock Tree Root: clkbuf_4
Synth Instances: 38
N_diodes: 0
FF-to-FF Start: count[2]
CP peak stage delay: 0.48 ns
First-pass GRT wire length: 1200 µm
Share of the synthesized area in the top cell type: 0.4741
Post-synth EDFFs: 0
Total chip power: 349.7 µW
Worst Path Required: 1.44 ns
GRT Overall Usage: 0.02389
Area reported by Yosys stat: 337.8 µm²
Final clock period utilization by the worst path: 0.9651
Ys async rst share: 0
CP arrival: 1.38 ns
Die ar.: 0.006400 mm²
Vias: 297
Crit start category: register
Tool Warnings: 26
Startpoint of the worst hold path: count[0]
Post-route minimum period: 1.737 ns
GP Congestion: 0.8205
Distinct cells, synth: 20
#FFs+latches synth: 8
H-tree levels: 1
FMAX: 0.5757 GHz
Largest net degree at the start of global routing: 9
DP Worst Slack: 0.1178 ns
Cell taking the most area after synthesis: dfxtp_1
Remaining antenna violation count: 0
Port Buffers: 4
CTS clk-pin slew, worst paths: 0.05 ns
Initial antenna violation count: 0
Final Hold Vio Count: 0
Crit path kind: reg -> out
Register share after synthesis: 0.4741
Violation tally from detailed-route iteration zero: 18
I/O Pins: 5
Critical path capture point type: output port
Remaining DRCs: 0
Slew Viols, Final: 0
TritonCTS clock tree: yes
Die height: 80 µm
Mapped cell area: 337.8 µm²
Regs by FF count: count (8)
Peak supply drop: 200.6 µV
Synth top cell by count: dfxtp_1
CP delay by family, top: buffers and inverters
Top cells by area: dfxtp_1 (47%), nor2_1 (7.8%), xor2_1 (5.2%), nand3_1 (4.4%), o21a_1 (4.4%)
Yosys stat cell total: 38
Die width: 80 µm
P_leak: 0.1762 nW
Routed length per placed instance: 7.391 µm
Critical Path, Cell by Cell: o21a_1 > nor3_2 > clkdlybuf4s50_1
Core area: 0.003416 mm²
-- what timing repair did --
item                       in CTS  in global routing
gates cloned                    0                  0
gates resized                   8                  2
setup endpoints to repair       3                  2
setup buffers                   0                  0
-- through the flow --
| stage | setup TNS, ns | util | cell area, µm² | std cells | hold WS [ns] |
|---|---|---|---|---|---|
| CTS | 0 | 0.1403 | 479.2 | 92 | 0.4641 |
| finish | 0 | 0.1421 | 485.5 | 92 | 0.4663 |
| floorplan | 0 | - | 337.8 | 38 | 0.4297 |
| detailed placement | 0 | 0.1297 | 442.9 | 89 | 0.4526 |
| global route | -0.003810 | 0.1421 | 485.5 | 92 | 0.4853 |
| global placement | 0 | 0.1297 | 442.9 | 89 | 0.4441 |
-- layout make-up --
type,count,area [µm²]
clock buffers,3,22.52
multi-input cells,29,190.2
fillers,396,2930
inverters,1,3.754
well taps,46,57.56
flip-flops and latches,8,166.4
repair buffers,5,45.04
-- routing by layer --
layer	global-route usage	part of all wire	vias up	wire length [µm]
met5	0	0	-	0
met4	0.003521	0.016	0	11
met3	0.02273	0.15	2	102
met2	0.02809	0.32	10	220
met1	0.03071	0.51	135	346
li1	-	-	150	-
-- power by group --
| part | leakage, nW | internal [mW] | switching, mW |
|---|---|---|---|
| logic | 0.0951 | 0.0162 | 0.0119 |
| registers | 0.0673 | 0.183 | 0.00657 |
| clock network | 0.0138 | 0.0760 | 0.0561 |
-- cell usage in the layout, fill, tap and decap left out, types with 2 or more instances in the layout --
master and instances:
clkbuf_4 3, clkdlybuf4s50_1 2, dfxtp_1 5, dfxtp_2 2, dlygate4sd2_1 2, nand3_1 3
nor2_1 7, o21a_1 2, xor2_1 2
-- final timing paths --
check        endpoint  slack [ns]  cells after the start
max reg2reg  count[5]        0.62                      4
min reg2reg  count[0]        0.47                      1
min          count[0]        0.47                      1
max            out[1]        0.06                      3
-- worst reg2reg max path: stages, from the launching register on --
cell,delay [ns]
dfxtp_1,0.31
buf_4,0.15
o311ai_1,0.27
nand2b_1,0.22
a21oi_1,0.16
-- logic make-up after synthesis --
kind of cell	share of synthesized area
AOI/OAI and AO/OA	0.1556
xor gates and xnor gates	0.07779
adders and majority gates	0.03703
buffers and inverters	0.01110
DFF	0.4741
other	0.01110
and+or+nand+nor	0.2333
Power figures rest on the tool's default switching activity, not on a simulated workload.
